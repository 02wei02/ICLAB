==> flow/design.v <==
module CLK_1_MODULE (
    clk,
    rst_n,
    in_valid,
    in_row,
    in_kernel,
    out_idle,
    handshake_sready,
    handshake_din,
    flag_handshake_to_clk1,
    flag_clk1_to_handshake,
    fifo_empty,
    fifo_rdata,
    fifo_rinc,
    out_valid,
    out_data,
    flag_clk1_to_fifo,
    flag_fifo_to_clk1
);
  input clk;
  input rst_n;
  input in_valid;
  input [17:0] in_row;
  input [11:0] in_kernel;
  input out_idle;
  output reg handshake_sready;
  output reg [29:0] handshake_din;
  input flag_handshake_to_clk1;
  output flag_clk1_to_handshake;
  input fifo_empty;
  input [7:0] fifo_rdata;
  output fifo_rinc;
  output reg out_valid;
  output reg [7:0] out_data;
  output flag_clk1_to_fifo;
  input flag_fifo_to_clk1;
  integer i, j, k;
  reg [2:0] cnt;
  reg [3:0] in_cnt;
  reg [7:0] out_cnt;
  reg [17:0] in_row_reg[0:5];
  reg [11:0] in_kernel_reg[0:5];
  reg d_flag1, d_flag2, d_flag3;
  reg out_ok_lag1;
  reg out_ok_lag2;
  reg out_valid_q;
  reg finish_flag;
  always @(posedge clk or negedge rst_n) begin
    if (!rst_n) begin
      cnt <= 0;
    end else begin
      if (out_cnt == 149) begin
        cnt <= 0;
      end else if (cnt == 5) begin
        cnt <= cnt;
      end else if (in_valid) begin
        cnt <= cnt + 1'b1;
      end
    end
  end
  always @(posedge clk, negedge rst_n) begin
    if (!rst_n) begin
      for (i = 0; i < 6; i = i + 1) begin
        in_row_reg[i] <= 0;
        in_kernel_reg[i] <= 0;
      end
    end else begin
      if (in_valid) begin
        in_row_reg[cnt] <= in_row;
        in_kernel_reg[cnt] <= in_kernel;
      end
    end
  end
  always @(posedge clk or negedge rst_n) begin
    if (!rst_n) begin
      handshake_din <= 0;
    end else begin
      if (cnt != 0 && out_idle) begin
        handshake_din <= {in_row_reg[in_cnt], in_kernel_reg[in_cnt]};
      end
    end
  end
  always @(posedge clk or negedge rst_n) begin
    if (!rst_n) begin
      in_cnt <= 0;
    end else begin
      if (out_cnt == 149) begin
        in_cnt <= 0;
      end else if (in_cnt == 5) begin
        in_cnt <= in_cnt;
      end else if (cnt != 0 && out_idle) begin
        in_cnt <= in_cnt + 1'b1;
      end
    end
  end
  always @(posedge clk or negedge rst_n) begin
    if (!rst_n) begin
      d_flag1 <= 1'b0;
    end else begin
      if (out_cnt == 149) begin
        d_flag1 <= 1'b0;
      end else if (in_cnt == 5 && out_idle) begin
        d_flag1 <= 1'b1;
      end
    end
  end
  always @(posedge clk or negedge rst_n) begin
    if (!rst_n) begin
      d_flag2 <= 1'b0;
    end else begin
      if (out_cnt == 149) begin
        d_flag2 <= 1'b0;
      end else if (d_flag1 && out_idle) begin
        d_flag2 <= 1'b1;
      end
    end
  end
  always @(posedge clk or negedge rst_n) begin
    if (!rst_n) begin
      d_flag3 <= 1'b0;
    end else begin
      if (out_cnt == 149) begin
        d_flag3 <= 1'b0;
      end else if (d_flag2 && out_idle) begin
        d_flag3 <= 1'b1;
      end
    end
  end
  always @(posedge clk, negedge rst_n) begin
    if (!rst_n) begin
      handshake_sready <= 1'b0;
    end else begin
      if (d_flag3) begin
        handshake_sready <= 1'b0;
      end else if (cnt != 0 && out_idle && !d_flag2) begin
        handshake_sready <= 1'b1;
      end
    end
  end
  always @(*) begin
    out_valid_q = (fifo_empty) ? 1'b0 : 1'b1;
  end
  assign fifo_rinc = out_valid_q;
  always @(posedge clk, negedge rst_n) begin
    if (!rst_n) begin
      out_ok_lag1 <= 1'b0;
    end else begin
      out_ok_lag1 <= out_valid_q;
    end
  end
  always @(posedge clk, negedge rst_n) begin
    if (!rst_n) begin
      out_ok_lag2 <= 1'b0;
    end else begin
      out_ok_lag2 <= out_ok_lag1;
    end
  end
  always @(posedge clk, negedge rst_n) begin
    if (!rst_n) begin
      out_valid <= 1'b0;
      out_data  <= 0;
    end else begin
      if (out_valid && finish_flag) begin
        out_valid <= 1'b0;
        out_data  <= 0;
      end else if (out_ok_lag2) begin
        out_valid <= 1'b1;
        out_data  <= fifo_rdata;
      end else begin
        out_valid <= 1'b0;
        out_data  <= 0;
      end
    end
  end
  always @(posedge clk, negedge rst_n) begin
    if (!rst_n) begin
      finish_flag <= 1'b0;
    end else begin
      if (out_cnt == 149) begin
        finish_flag <= 1'b1;
      end else begin
        finish_flag <= 1'b0;
      end
    end
  end
  always @(posedge clk, negedge rst_n) begin
    if (!rst_n) begin
      out_cnt <= 0;
    end else begin
      if (out_valid && finish_flag) begin
        out_cnt <= 0;
      end else if (out_cnt == 149) begin
        out_cnt <= out_cnt;
      end else if (out_ok_lag2) begin
        out_cnt <= out_cnt + 1'b1;
      end
    end
  end
endmodule
module CLK_2_MODULE (
    clk,
    rst_n,
    in_valid,
    fifo_full,
    in_data,
    out_valid,
    out_data,
    busy,
    flag_handshake_to_clk2,
    flag_clk2_to_handshake,
    flag_fifo_to_clk2,
    flag_clk2_to_fifo
);
  input clk;
  input rst_n;
  input in_valid;
  input fifo_full;
  input [29:0] in_data;
  output reg out_valid;
  output reg [7:0] out_data;
  output reg busy;
  input flag_handshake_to_clk2;
  output flag_clk2_to_handshake;
  input flag_fifo_to_clk2;
  output flag_clk2_to_fifo;
  integer i, j, k;
  reg [17:0] in_row_reg[0:5];
  reg [11:0] in_kernel_reg[0:5];
  reg [2:0] in_cnt;
  reg [7:0] out_cnt;
  reg in_flag;   
  reg out_flag;
  reg ok_flag1;
  reg ok_flag2;
  reg start_out_flag;
  reg [2:0] kernel_cnt;
  reg [4:0] k_cnt;
  reg [2:0] r_xcnt;
  reg [2:0] r_ycnt;
  reg [2:0] m00, m01, m10, m11;
  always @(posedge clk, negedge rst_n) begin
    if (!rst_n) begin
      in_flag <= 1'b0;
    end else begin
      in_flag <= (in_valid) ? 1'b1 : 1'b0;
    end
  end
  always @(posedge clk, negedge rst_n) begin
    if (!rst_n) begin
      in_cnt <= 0;
    end else begin
      if (ok_flag2) begin
        in_cnt <= 0;
      end else if (in_cnt == 5) begin
        in_cnt <= in_cnt;
      end else if (!in_flag && in_valid) begin
        in_cnt <= in_cnt + 1'b1;
      end
    end
  end
  always @(posedge clk, negedge rst_n) begin
    if (!rst_n) begin
      for (i = 0; i < 6; i = i + 1) begin
        in_row_reg[i] <= 0;
        in_kernel_reg[i] <= 0;
      end
    end else begin
      if (in_valid && !in_flag) begin
        in_row_reg[in_cnt] <= in_data[12+:18];
        in_kernel_reg[in_cnt] <= in_data[0+:12];
      end
    end
  end
  always @(posedge clk, negedge rst_n) begin
    if (!rst_n) begin
      out_flag <= 1'b0;
    end else begin
      if (ok_flag2) begin
        out_flag <= 1'b0;
      end else if (in_cnt == 5 && busy) begin
        out_flag <= 1'b1;
      end
    end
  end
  always @(posedge clk, negedge rst_n) begin
    if (!rst_n) begin
      ok_flag1 <= 1'b0;
    end else begin
      if (ok_flag2) begin
        ok_flag1 <= 1'b0;
      end else if (!fifo_full && out_cnt == 149) begin
        ok_flag1 <= 1'b1;
      end
    end
  end
  always @(posedge clk, negedge rst_n) begin
    if (!rst_n) begin
      ok_flag2 <= 1'b0;
    end else begin
      ok_flag2 <= (ok_flag1 && !fifo_full) ? 1'b1 : 1'b0;
    end
  end
  always @(posedge clk, negedge rst_n) begin
    if (!rst_n) begin
      busy <= 1'b0;
    end else begin
      busy <= (in_valid && !in_flag) ? 1'b1 : 1'b0;
    end
  end
  always @(posedge clk, negedge rst_n) begin
    if (!rst_n) begin
      start_out_flag <= 1'b0;
    end else begin
      if (ok_flag2) begin
        start_out_flag <= 1'b0;
      end else if (out_flag && busy) begin
        start_out_flag <= 1'b1;
      end
    end
  end
  always @(posedge clk, negedge rst_n) begin
    if (!rst_n) begin
      out_cnt <= 0;
    end else begin
      if (ok_flag2) begin
        out_cnt <= 0;
      end else if (out_cnt == 149) begin
        out_cnt <= out_cnt;
      end else if (start_out_flag && !fifo_full) begin
        out_cnt <= out_cnt + 1'b1;
      end
    end
  end
  always @(*) begin
    out_valid = 1'b0;
    if (ok_flag1 && !fifo_full) begin
      out_valid = 1'b0;
    end else if (start_out_flag && !fifo_full) begin
      out_valid = 1'b1;
    end
  end
  always @(*) begin
    out_data = 0;
    if (start_out_flag && !fifo_full) begin
      out_data = (in_kernel_reg[kernel_cnt][0+:3] * m00) + 
									(in_kernel_reg[kernel_cnt][3+:3] * m01) + 
									(in_kernel_reg[kernel_cnt][6+:3] * m10) + 
									(in_kernel_reg[kernel_cnt][9+:3] * m11);
    end
  end
  always @(posedge clk, negedge rst_n) begin
    if (!rst_n) begin
      k_cnt <= 0;
      kernel_cnt <= 0;
    end else begin
      if (ok_flag2) begin
        k_cnt <= 0;
        kernel_cnt <= 0;
      end else if (start_out_flag && !fifo_full) begin
        if (k_cnt == 24) begin
          k_cnt <= 0;
          kernel_cnt <= kernel_cnt + 1'b1;
        end else begin
          k_cnt <= k_cnt + 1'b1;
        end
      end
    end
  end
  always @(posedge clk, negedge rst_n) begin
    if (!rst_n) begin
      r_xcnt <= 0;
      r_ycnt <= 0;
    end else begin
      if (ok_flag2) begin
        r_xcnt <= 0;
        r_ycnt <= 0;
      end else if (start_out_flag && !fifo_full) begin
        if (r_ycnt == 4 && r_xcnt == 4) begin
          r_xcnt <= 0;
          r_ycnt <= 0;
        end else if (r_xcnt == 4) begin
          r_xcnt <= 0;
          r_ycnt <= r_ycnt + 1'b1;
        end else begin
          r_xcnt <= r_xcnt + 1'b1;
        end
      end
    end
  end
  always @(*) begin
    m00 = in_row_reg[r_ycnt][(r_xcnt*3)+:3];
    m01 = in_row_reg[r_ycnt][((r_xcnt*3)+3)+:3];
    m10 = in_row_reg[r_ycnt+1][(r_xcnt*3)+:3];
    m11 = in_row_reg[r_ycnt+1][(r_xcnt*3+3)+:3];
  end
endmodule
==> flow/run.sh <==
#!/bin/bash
# OpenROAD 26Q1-2900-gdf79404cd8, Yosys 0.63+post, stock flow scripts
make -C /OpenROAD-flow-scripts/flow DESIGN_CONFIG=/design/flow/config.mk WORK_HOME=/design/flow/orfs finish
==> flow/config.mk <==
export PLATFORM = sky130hd
export DESIGN_NAME = CLK_2_MODULE
export DESIGN_NICKNAME = CLK_2_MODULE
export VERILOG_FILES = /design/flow/design.v
export SDC_FILE = /design/flow/constraint.sdc
export NUM_CORES = 4
export LEC_CHECK = 1
export CORE_UTILIZATION = 50
==> flow/constraint.sdc <==
current_design CLK_2_MODULE

set clk_period 10.1
set clk_io_pct 0.2

create_clock -name clk0 -period $clk_period [get_ports {clk}]

set non_clock_inputs [all_inputs -no_clocks]
set_input_delay [expr $clk_period * $clk_io_pct] -clock clk0 $non_clock_inputs
set_output_delay [expr $clk_period * $clk_io_pct] -clock clk0 [all_outputs]
==> qor.csv <==
stage,metric,value,unit
job,Tool Warnings,42,
yosys,Post-synth top cells,"dfrtp_1, mux2_2, inv_1",
sta,Slew HR,50.2,%
drt,Residual DRC,0,
sta,TNS Setup,0,ns
yosys,cell type with the largest total area,dfrtp_1,
min_path,type of the worst min-delay path,register to register,
sta,Final Hold Viols,0,
floorplanning,Initial Util,51.3,%
placed_design,hpwl dp,19700,um
global_route,first-pass GRT wire length,48200,um
cells_and_area,number of flip-flops in the largest register,108,
clock_network,CTS root buffer,clkbuf_16,
global_route,number of global-route vias before repair,8313,
yosys,cell area after synthesis,12100,um^2
worst_setup_path,CP required,8.08,ns
clock_network,Skew-Pair Late Insertion Delay,0.52,ns
global_route,overall routing resource usage,26.7,%
global_route,GRT busiest layer,met1,
cells_and_area,layout cell share with drive strength beyond 1,24.7,%
placed_design,global placer's final weighted congestion,0.956,
sta,clk_skew,0.0105,ns
placed_design,Placed Cells incl. Taps,1389,
clock_network,"CTS clk-pin slew, worst paths",0.06,ns
yosys,yosys stat cell total,1079,
worst_setup_path,Worst Setup End Kind,primary output,
yosys,most numerous cell in the Yosys netlist,dfrtp_1,
yosys,"Avg Cell Area, Syn",11.2,um^2
sta,RSZ-0062 raised after global routing,no,
placed_design,PortBufs,43,
worst_setup_path,"Max FO, Critical Path",24,
global_route,GR Overflow Total,0,
global_route,initial antenna violation count,0,
drt,vias per inst,6.11,
yosys,Synth Flop Type,dfrtp_1,
drt,Detailed Route WL,30300,um
sta,Max Fclk,104,MHz
yosys,count of library flops with an enable pin,0,
clock_network,CTS tree,done,
yosys,post-synthesis sequential area ratio,43.6,%
drt,final antenna-violating net count,0,
global_route,GR met3 Demand/Resource,6.52,%
floorplanning,Die Span X,158,um
drt,routed vias,8760,
sta,final-report setup violation count,0,
clock_network,# hold bufs at CTS,0,
yosys,Yosys cell types,70,
drt,n_diodes,0,
run_status,status,"finished, final reports clean",
clock_network,CTS max path bufs,3,
clock_network,H-tree levels,1,
job,max cap viols,0,
sta,Max Slew Vio Count,0,
global_route,routing usage on met1,46.0,%
floorplanning,core footprint,23600,um^2
yosys,number of synthesis warnings,5,
sta,Tcrit/Tclk final,95.6,%
global_route,met2 Use GR,35.8,%
yosys,Post-Synthesis Cells,1079,
sta,Period minus WS final,9.65,ns
worst_setup_path,Crit Path Category,register to primary output,
floorplanning,die height,158,um
clock_network,CTS buffer count,24,
yosys,Main area contributors,"dfrtp_1, mux2_2, ha_1, fa_1, a22oi_1",
cells_and_area,Final Instance Count excl. Fillers,1433,
worst_setup_path,crit path DAT,7.63,ns
worst_setup_path,CP Launch Type,register,
floorplanning,number of top-level pins,48,
yosys,post-synth area from yosys stat,12100,um^2
drt,DR iter-0 viols,758,
yosys,async set-or-reset flop fraction in the synthesized netlist,100,%
sta,Tightest Pin Transition,0.746,ns
floorplanning,die area,24800,um^2
yosys,Yosys reg bits,211,
global_route,largest net degree at the start of global routing,121,
floorplanning,Core Rows,56,
yosys,Area leader share,43.6,%
cells_and_area,area growth from synthesis to layout,12.3,%
clock_network,clock sinks,211,
drt,Routed WL per cell,21.2,um
drt,1st-pass router iterations,6,
[final cells by class]
class                   count  area [um^2]
well taps                 319          399
multi-input cells         738         6260
fillers                  2033        10000
clock buffers              31          667
clock inverters            13          151
inverters                  54          203
repair buffers             67          628
flip-flops and latches    211         5280
[worst max-delay path, stage by stage (launching register included)]
cell,delay (ns)
dfrtp_1,0.45
inv_1,0.10
ha_2,0.35
mux2i_2,0.48
nand2_2,0.44
mux2i_1,0.31
a221o_1,0.35
o31a_1,0.14
or3_1,0.38
fa_1,0.51
fa_1,0.55
inv_1,0.06
fa_1,0.44
fa_1,0.50
fa_1,0.58
inv_1,0.07
fa_1,0.44
inv_1,0.07
a21o_1,0.10
a21oi_1,0.07
xor2_1,0.14
nor2_1,0.08
clkdlybuf4s50_1,0.47
[cells by family (layout without fill, tap and decap cells)]
logic type,after synthesis,in the layout,share of synthesized area (%)
adders and majority gates,67,67,8.48
and+or+nand+nor,210,210,8.41
other,1,2,0.0310
AOI/OAI and AO/OA,253,253,15.7
muxes,194,194,18.0
buffers and inverters,131,165,4.93
xor gates and xnor gates,12,12,0.868
DFF,211,211,43.6
[cell usage in the layout, fill, tap and decap left out, types with 5 or more instances in the layout]
| cell type | n |
|---|---|
| a222oi_1 | 21 |
| nand2_1 | 51 |
| nand3_1 | 18 |
| and3_1 | 7 |
| a221oi_1 | 22 |
| a211oi_1 | 6 |
| xor2_1 | 8 |
| a22o_1 | 12 |
| buf_4 | 23 |
| clkbuf_16 | 24 |
| nor2b_1 | 17 |
| nand2b_1 | 6 |
| fa_1 | 25 |
| inv_1 | 53 |
| o211ai_1 | 15 |
| mux2i_1 | 9 |
| mux2_2 | 184 |
| dfrtp_1 | 211 |
| nor2_1 | 51 |
| and2_1 | 7 |
| a21o_1 | 7 |
| a21oi_1 | 32 |
| o22ai_1 | 8 |
| a22oi_1 | 43 |
| o21ai_0 | 23 |
| nand4_1 | 7 |
| ha_1 | 39 |
| clkinv_2 | 9 |
| nor3_1 | 19 |
| a31oi_1 | 20 |
| a32oi_1 | 5 |
| clkdlybuf4s50_1 | 42 |
| or2_2 | 5 |
[worst paths after layout]
kind,start,end,slack [ns],cells past startpoint
worst max register to register,in_flag,in_kernel_reg[2][2],7.57,4
min in group asynchronous,rst_n,in_row_reg[5][10],1.50,1
worst min register to register,k_cnt[4],k_cnt[4],0.48,1
max in group asynchronous,rst_n,in_kernel_reg[3][1],7.47,2
worst max-delay path,r_ycnt[0],out_data[6],0.45,22
worst min-delay path,k_cnt[4],k_cnt[4],0.48,1
[per-stage QoR]
step	utilization [%]	instance area, um^2	hold slack, ns	setup slack [ns]
2_1_floorplan	-	12100	0.446	2.17
3_3_place_gp	54.0	12800	0.474	0.826
3_5_place_dp	54.0	12800	0.473	0.776
4_1_cts	57.5	13600	0.486	0.190
5_1_grt	57.5	13600	0.512	0.0932
6_report	57.5	13600	0.481	0.448
[routing by layer]
metal,vias to the layer above,wire length (um)
met1,4369,14700
met2,303,12600
met3,50,2440
met4,0,614
li1,4038,-
met5,-,0
[timing repair]
item                                    in CTS  in global routing
endpoints found under the setup margin       0                  2
gates resized                                0                  4
setup buffers                                0                  0
