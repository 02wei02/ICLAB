==> design/flow/design.v <==
module Ramen (
    input clk,
    input rst_n,
    input in_valid,
    input selling,
    input portion,
    input [1:0] ramen_type,
    output reg out_valid_order,
    output reg success,
    output reg out_valid_tot,
    output reg [27:0] sold_num,
    output reg [14:0] total_gain
);
  parameter TONKOTSU = 0;
  parameter TONKOTSU_SOY = 1;
  parameter MISO = 2;
  parameter MISO_SOY = 3;
  parameter NOODLE_INIT = 12000;
  parameter BROTH_INIT = 41000;
  parameter TONKOTSU_SOUP_INIT = 9000;
  parameter MISO_INIT = 1000;
  parameter SOY_SAUSE_INIT = 1500;
  parameter SMALL = 1'b0;
  parameter LARGE = 1'b1;
  reg [1:0] cnt_invalid;
  reg [1:0] ramen_type_reg;
  reg portion_reg;
  reg [1:0] state_ns;
  reg [1:0] state_cs;
  parameter IDLE = 2'd0;
  parameter SELL = 2'd1;
  parameter OUT = 2'd2;
  parameter END = 2'd3;
  reg [6:0] num_tonkotsu, num_tonkotsu_cs;
  reg [6:0] num_tonkotsu_soy, num_tonkotsu_soy_cs;
  reg [6:0] num_miso, num_miso_cs;
  reg [6:0] num_miso_soy, num_miso_soy_cs;
  reg [13:0] m_noodle, m_noodle_cs;
  reg [15:0] m_broth, m_broth_cs;
  reg [13:0] m_tonkotsu, m_tonkotsu_cs;
  reg [9:0] m_miso, m_miso_cs;
  reg [10:0] m_soy, m_soy_cs;
  reg [7:0] g_noodle;   
  reg [9:0] g_broth;   
  reg [7:0] g_tonkotsu;   
  reg [5:0] g_soy;   
  reg [5:0] g_miso;   
  reg is_out;
  reg can_sell;
  always @(posedge clk, negedge rst_n) begin
    if (!rst_n) begin
      state_cs <= IDLE;
    end else begin
      state_cs <= state_ns;
    end
  end
  always @(*) begin
    case (state_cs)
      IDLE: begin
        if (selling) begin
          state_ns <= SELL;
        end else begin
          state_ns <= IDLE;
        end
      end
      SELL: begin
        if (in_valid == 0 && is_out == 0) state_ns <= OUT;
        else state_ns <= SELL;
      end
      OUT: begin
        if (selling == 0) begin
          state_ns <= END;
        end else state_ns <= SELL;
      end
      END: begin
        state_ns <= IDLE;
      end
      default: begin
        state_ns <= IDLE;
      end
    endcase
  end
  always @(posedge clk) begin
    if (state_cs == IDLE) begin
      is_out <= 1'b0;
    end else if (out_valid_order) begin
      is_out <= 1'b1;
    end else if (in_valid) begin
      is_out <= 1'b0;
    end
  end
  always @(posedge clk, negedge rst_n) begin
    if (!rst_n) begin
      cnt_invalid <= 0;
    end else begin
      if (in_valid) begin
        cnt_invalid <= cnt_invalid + 1;
      end else begin
        cnt_invalid <= 0;
      end
    end
  end
  always @(posedge clk) begin
    if (in_valid) begin
      if (cnt_invalid == 0) begin
        ramen_type_reg <= ramen_type;
      end else if (cnt_invalid == 1) begin
        portion_reg <= portion;
      end
    end
  end
  always @(*) begin
    g_noodle <= 0;
    if (can_sell) begin
      case (portion_reg)
        1'b0: begin
          g_noodle <= 100;
        end
        default: begin
          g_noodle <= 150;
        end
      endcase
    end
  end
  always @(*) begin
    g_broth <= 0;
    if (can_sell) begin
      case (portion_reg)
        1'b0: begin
          case (ramen_type_reg)
            TONKOTSU: begin
              g_broth <= 300;
            end
            TONKOTSU_SOY: begin
              g_broth <= 300;
            end
            MISO: begin
              g_broth <= 400;
            end
            MISO_SOY: begin
              g_broth <= 300;
            end
            default: begin
              g_broth <= 0;
            end
          endcase
        end
        default: begin
          case (ramen_type_reg)
            TONKOTSU: begin
              g_broth <= 500;
            end
            TONKOTSU_SOY: begin
              g_broth <= 500;
            end
            MISO: begin
              g_broth <= 650;
            end
            MISO_SOY: begin
              g_broth <= 500;
            end
            default: begin
              g_broth <= 0;
            end
          endcase
        end
      endcase
    end
  end
  always @(*) begin
    g_tonkotsu <= 0;
    if (can_sell) begin
      case (portion_reg)
        1'b0: begin
          case (ramen_type_reg)
            TONKOTSU: begin
              g_tonkotsu <= 150;
            end
            TONKOTSU_SOY: begin
              g_tonkotsu <= 100;
            end
            MISO_SOY: begin
              g_tonkotsu <= 70;
            end
            default: begin
              g_tonkotsu <= 0;
            end
          endcase
        end
        default: begin
          case (ramen_type_reg)
            TONKOTSU: begin
              g_tonkotsu <= 200;
            end
            TONKOTSU_SOY: begin
              g_tonkotsu <= 150;
            end
            MISO_SOY: begin
              g_tonkotsu <= 100;
            end
            default: begin
              g_tonkotsu <= 0;
            end
          endcase
        end
      endcase
    end
  end
  always @(*) begin
    g_soy <= 0;
    if (can_sell) begin
      case (portion_reg)
        1'b0: begin
          case (ramen_type_reg)
            TONKOTSU_SOY: begin
              g_soy <= 30;
            end
            MISO_SOY: begin
              g_soy <= 15;
            end
            default: begin
              g_soy <= 0;
            end
          endcase
        end
        default: begin
          case (ramen_type_reg)
            TONKOTSU_SOY: begin
              g_soy <= 50;
            end
            MISO_SOY: begin
              g_soy <= 25;
            end
            default: begin
              g_soy <= 0;
            end
          endcase
        end
      endcase
    end
  end
  always @(*) begin
    g_miso <= 0;
    if (can_sell) begin
      case (portion_reg)
        1'b0: begin
          case (ramen_type_reg)
            MISO: begin
              g_miso <= 30;
            end
            MISO_SOY: begin
              g_miso <= 15;
            end
            default: begin
              g_miso <= 0;
            end
          endcase
        end
        default: begin
          case (ramen_type_reg)
            MISO: begin
              g_miso <= 50;
            end
            MISO_SOY: begin
              g_miso <= 25;
            end
            default: begin
              g_miso <= 0;
            end
          endcase
        end
      endcase
    end
  end
  always @(posedge clk) begin
    case (portion_reg)
      1'b0: begin
        case (ramen_type_reg)
          TONKOTSU: begin
            can_sell <= (m_noodle_cs >= 100 && m_broth_cs >= 300 && m_tonkotsu_cs >= 150) ? 1'b1: 1'b0;
          end
          TONKOTSU_SOY: begin
            can_sell <= (m_noodle_cs >= 100 && m_broth_cs >= 300 && m_tonkotsu_cs >= 100 && m_soy_cs >= 30) ? 1'b1: 1'b0;
          end
          MISO: begin
            can_sell <= (m_noodle_cs >= 100 && m_broth_cs >= 400 && m_miso_cs >= 30) ? 1'b1 : 1'b0;
          end
          MISO_SOY: begin
            can_sell <= (m_noodle_cs >= 100 && m_broth_cs >= 300 && m_tonkotsu_cs >= 70 && m_soy >= 15 && m_miso >= 15) ? 1'b1: 1'b0;
          end
        endcase
      end
      default: begin
        case (ramen_type_reg)
          TONKOTSU: begin
            can_sell <= (m_noodle_cs >= 150 && m_broth_cs >= 500 && m_tonkotsu_cs >= 200) ? 1'b1: 1'b0;
          end
          TONKOTSU_SOY: begin
            can_sell <= (m_noodle_cs >= 150 && m_broth_cs >= 500 && m_tonkotsu_cs >= 150 && m_soy_cs >= 50) ? 1'b1: 1'b0;
          end
          MISO: begin
            can_sell <= (m_noodle_cs >= 150 && m_broth_cs >= 650 && m_miso_cs >= 50) ? 1'b1 : 1'b0;
          end
          MISO_SOY: begin
            can_sell <= (m_noodle_cs >= 150 && m_broth_cs >= 500 && m_tonkotsu_cs >= 100 && m_soy_cs >= 25 && m_miso_cs >= 25) ? 1'b1: 1'b0;
          end
        endcase
      end
    endcase
  end
  always @(*) begin
    case (state_cs)
      OUT: begin
        m_noodle <= m_noodle_cs - g_noodle;
        m_broth <= m_broth_cs - g_broth;
        m_tonkotsu <= m_tonkotsu_cs - g_tonkotsu;
        m_miso <= m_miso_cs - g_miso;
        m_soy <= m_soy_cs - g_soy;
      end
      default: begin
        m_noodle <= m_noodle_cs;
        m_broth <= m_broth_cs;
        m_tonkotsu <= m_tonkotsu_cs;
        m_miso <= m_miso_cs;
        m_soy <= m_soy_cs;
      end
    endcase
  end
  always @(posedge clk, negedge rst_n) begin
    if (!rst_n) begin
      m_noodle_cs <= NOODLE_INIT;
      m_broth_cs <= BROTH_INIT;
      m_tonkotsu_cs <= TONKOTSU_SOUP_INIT;
      m_miso_cs <= MISO_INIT;
      m_soy_cs <= SOY_SAUSE_INIT;
    end else if (state_cs == IDLE) begin
      m_noodle_cs <= NOODLE_INIT;
      m_broth_cs <= BROTH_INIT;
      m_tonkotsu_cs <= TONKOTSU_SOUP_INIT;
      m_miso_cs <= MISO_INIT;
      m_soy_cs <= SOY_SAUSE_INIT;
    end else begin
      m_noodle_cs <= m_noodle;
      m_broth_cs <= m_broth;
      m_tonkotsu_cs <= m_tonkotsu;
      m_miso_cs <= m_miso;
      m_soy_cs <= m_soy;
    end
  end
  always @(posedge clk, negedge rst_n) begin
    if (!rst_n) begin
      num_tonkotsu_cs <= 0;
      num_tonkotsu_soy_cs <= 0;
      num_miso_cs <= 0;
      num_miso_soy_cs <= 0;
    end else if (state_cs == IDLE) begin
      num_tonkotsu_cs <= 0;
      num_tonkotsu_soy_cs <= 0;
      num_miso_cs <= 0;
      num_miso_soy_cs <= 0;
    end else begin
      num_tonkotsu_cs <= num_tonkotsu;
      num_tonkotsu_soy_cs <= num_tonkotsu_soy;
      num_miso_cs <= num_miso;
      num_miso_soy_cs <= num_miso_soy;
    end
  end
  always @(*) begin
    num_tonkotsu <= num_tonkotsu_cs;
    if (state_cs == OUT && can_sell) begin
      if (ramen_type_reg == TONKOTSU) begin
        num_tonkotsu <= num_tonkotsu_cs + 1'b1;
      end else begin
        num_tonkotsu <= num_tonkotsu_cs;
      end
    end
  end
  always @(*) begin
    num_tonkotsu_soy <= num_tonkotsu_soy_cs;
    if (state_cs == OUT && can_sell) begin
      if (ramen_type_reg == TONKOTSU_SOY) begin
        num_tonkotsu_soy <= num_tonkotsu_soy_cs + 1'b1;
      end else begin
        num_tonkotsu_soy <= num_tonkotsu_soy_cs;
      end
    end
  end
  always @(*) begin
    num_miso <= num_miso_cs;
    if (state_cs == OUT && can_sell) begin
      if (ramen_type_reg == MISO) begin
        num_miso <= num_miso_cs + 1'b1;
      end else begin
        num_miso <= num_miso_cs;
      end
    end
  end
  always @(*) begin
    num_miso_soy <= num_miso_soy_cs;
    if (state_cs == OUT && can_sell) begin
      if (ramen_type_reg == MISO_SOY) begin
        num_miso_soy <= num_miso_soy_cs + 1'b1;
      end else begin
        num_miso_soy <= num_miso_soy_cs;
      end
    end
  end
  always @(*) begin
    if (state_cs == OUT) out_valid_order <= 1'b1;
    else out_valid_order <= 1'b0;
  end
  always @(*) begin
    if (state_cs == OUT) begin
      success <= can_sell;
    end else success <= 1'b0;
  end
  always @(*) begin
    if (state_cs == END) begin
      out_valid_tot <= 1'b1;
    end else out_valid_tot <= 1'b0;
  end
  always @(*) begin
    if (state_cs == END) begin
      sold_num <= {num_tonkotsu_cs, num_tonkotsu_soy_cs, num_miso_cs, num_miso_soy_cs};
    end else sold_num <= 28'b0;
  end
  always @(*) begin
    if (state_cs == END) begin
      total_gain <= (num_tonkotsu_cs * 8'd200) + (num_tonkotsu_soy_cs * 8'd250) + (num_miso_cs * 8'd200) + (num_miso_soy_cs * 8'd250);
    end else total_gain <= 15'b0;
  end
endmodule
==> design/flow/run.sh <==
#!/bin/bash
# OpenROAD 26Q1-2900-gdf79404cd8, Yosys 0.63+post, stock flow scripts
make -C /OpenROAD-flow-scripts/flow DESIGN_CONFIG=/design/flow/config.mk WORK_HOME=/design/flow/orfs finish
==> design/flow/config.mk <==
export PLATFORM = sky130hd
export DESIGN_NAME = Ramen
export DESIGN_NICKNAME = Ramen
export VERILOG_FILES = /design/flow/design.v
export SDC_FILE = /design/flow/constraint.sdc
export NUM_CORES = 4
export LEC_CHECK = 1
export CORE_UTILIZATION = 40
==> design/flow/constraint.sdc <==
current_design Ramen

set clk_period 9.0
set clk_io_pct 0.2

create_clock -name clk0 -period $clk_period [get_ports {clk}]

set non_clock_inputs [all_inputs -no_clocks]
set_input_delay [expr $clk_period * $clk_io_pct] -clock clk0 $non_clock_inputs
set_output_delay [expr $clk_period * $clk_io_pct] -clock clk0 [all_outputs]
==> reports/results.env <==
WORST_HOLD_PATH_TYPE='flop to flop'
POST-PLACE-CELLS=1629
GR-USAGE-MET2_PCT=28.95
SETUP.WORST_PATH.END_CLASS='output port'
AREA_GROWTH_SYN_TO_LAYOUT_PCT=12.17
FILLCELLCOUNT=2630
CRITICAL_PATH.MAX_STAGE_DELAY_PS=520
VIAS=8327
SYNTH_TOP_CELL_BY_AREA='sky130_fd_sc_hd__ha_1'
WORSTMARGINPINSLEW_PS=746.6
NETLIST_INSTANCES=1226
POST-ROUTE-MIN-PERIOD_PS=8774
GRT_ANTENNA_BEFORE_REPAIR=0
CLOCK_TREE.ROOT_CELL='sky130_fd_sc_hd__clkbuf_16'
PLACEMENT.IO_BUFFERS=51
LARGEST-REGISTER='m_broth_cs'
TRITONCTS='yes'
TIMING.CRITICAL_PATH.BUF_INV=7
POSTSYNTHREGISTERBITS=101
WORST_SETUP_PATH_START_KIND='flop'
FINAL-MAX-SLEW-VIOLATION-COUNT=0
STDCELL_COUNT=1652
LARGESTREGISTERS='m_broth_cs: 15 flops, m_noodle_cs: 13 flops, m_tonkotsu_cs: 13 flops'
SYNTH_AREA_PER_CELL_SQ_UM=9.131
CRITICAL-PATH-TOP-DELAY-FAMILY='adder cells'
INSERTION_DELAY_PS=360
DETAIL_ROUTE.WIRELENGTH_UM=24870
DIE.SIZE.X_UM=169.3
OVERALL_OVERFLOW_REMAINING_AFTER_GLOBAL_ROUTE=0
FIN_UTIL_PCT=46.21
VIAS_IN_THE_FIRST_GLOBAL_ROUTE=8240
CRITICALPATHCATEGORY='flop to output port'
FLIP_FLOP_COUNT_OF_THE_LARGEST_REGISTER_ALL_COPIES_AND_WORDS_ADDED=15
SYNTH_SEQ_SHARE_PCT=22.96
DRT_FIRST_ITER_VIOLATIONS=287
FINALCRITPERIODSHARE_PCT=97.49
REQUIRED_TIME_OF_THE_WORST_SETUP_PATH_PS=7200
FINALCLOCKSKEW_PS=19.68
YOSYS_WARNING_COUNT=1
ROUTE.DETAILED.WL_PER_INST_UM=15.06
CTS_NUM_SINKS=101
DRIVE_GT1_SHARE_PCT=7.187
CLOCK_TREE.HTREE_LEVEL_COUNT=3
WORSTPATHCELLLIST='buf_4 > buf_4 > fa_1 > inv_1 > fa_1 > inv_1 > fa_1 > ha_1 > ha_1 > o2111ai_1 > nand4b_1 > xor2_1 > fa_1 > inv_1 > fa_1 > inv_1 > ha_1 > a21oi_2 > o22ai_2 > o41a_1 > xnor2_2 > xnor2_1 > and2_1 > clkdlybuf4s50_1'
PLACE_CONGESTION=0.8617
YOSYS.STAT.CHIPAREA_SQ_MM=0.01119
YOSYS.CELL_TYPES.COUNT=69
ENABLE_FLOP_CELLS=3
VIAS_PER_CELL=5.041
GRT_PASS1_WL_UM=42140
DRT_PASS1_ITERATIONS=6
P_LEAK_nW=6.288
YS_CELLS=1226
BOUNDARYPINS=53
FMAX_GHz=0.1140
POSTSYNTH.TOPFLOPCELL='sky130_fd_sc_hd__dfrtp_1'
FIN_HOLD_WS_PS=459.7
FIN_TNS_SETUP_PS=0
CRITICAL_PATH.MAX_FANOUT=4
MAXIMUM_VDD_DROP_uV=113.8
GLOBALROUTEMET3UTIL_PCT=4.346
PLACEABLECOREAREA_SQ_MM=0.02718
CTS-HOLD-FIX-BUFFERS=0
FP-UTILIZATION_PCT=41.19
POST-DP-HPWL_UM=19140
CP_COMMON_CELL='sky130_fd_sc_hd__fa_1'
SLEW_HEADROOM_PCT=48.94
CRITICAL-PATH-SLOWEST-CELL='sky130_fd_sc_hd__fa_1'
FINALSETUPVIOLCOUNT=0
POST_ROUTE_DRC_VIOLATION_COUNT=0
MET1_USAGE_PCT=29.90
GRT_MOST_USED_LAYER='met1'
STATUS='finished clean'
ASYNC_FLOP_SHARE_PCT=95.05
AREA_SHARE_OF_THE_LARGEST_CELL_TYPE_AFTER_SYNTHESIS_PCT=20.34
MAX-CAP-VIOLATIONS=0
TOPCELLSBYAREA='sky130_fd_sc_hd__ha_1, sky130_fd_sc_hd__dfrtp_1, sky130_fd_sc_hd__fa_1, sky130_fd_sc_hd__dfstp_2, sky130_fd_sc_hd__xnor2_1'
CP_DATA_ARRIVAL_TIME_PS=6970
CTS_MADE_BUFFERS=9
GR-USAGE-ALL-LAYERS_PCT=19.10
FINAL-HOLD-VIOLATION-COUNT=0
TOOL_WARNINGS=47
ROW_COUNT=60
ANTENNA_DIODES=0
CELLPOWERDENSITY_mW_PER_MM2=166.1
ANT_NETS=0
MAX-CLOCK-PATH-BUFFERS=2
MAXIMUM_NUMBER_OF_PINS_ON_ONE_NET_BEFORE_GLOBAL_ROUTE_REPAIR=50
DIE_H_UM=169.3
POST_SYNTH_INSTANCE_AREA_SQ_MM=0.01119
CHIP_AREA_SQ_MM=0.02866
CLK_PIN_SLEW_WORST_PATHS_PS=90
REG2REG_SETUP_SLACK_PS=4690
[cell type report]
| class | count | area (sq um) | area share, % |
|---|---|---|---|
| multi-input cells | 937 | 7994 | 63.66 |
| flip-flops and latches | 101 | 2572 | 20.49 |
| repair buffers | 69 | 643.1 | 5.122 |
| inverters | 157 | 589.3 | 4.693 |
| well taps | 372 | 465.4 | 3.707 |
| clock buffers | 9 | 225.2 | 1.794 |
| clock inverters | 7 | 67.56 | 0.5381 |
[timing repair]
item / in CTS / in global routing
hold endpoints to repair: 0 / 0
pin swaps: 0 / 14
gates cloned: 0 / 0
setup endpoints to repair: 1 / 1
setup buffers: 0 / 7
gates resized: 1 / 15
[where the power goes]
part | switching, mW | internal [mW] | total, mW
registers | 0.136 | 0.599 | 0.735
clock network | 0.208 | 0.196 | 0.404
logic | 0.525 | 0.422 | 0.947
total | 0.869 | 1.22 | 2.09
[final timing paths]
check,from,end,depth (start not counted)
max,num_tonkotsu_soy_cs[2],total_gain[14],24
min,cnt_invalid[0],cnt_invalid[0],1
max reg2reg,can_sell,can_sell,12
min reg2reg,cnt_invalid[0],cnt_invalid[0],1
max in group asynchronous,rst_n,num_tonkotsu_soy_cs[2],2
min in group asynchronous,rst_n,num_miso_cs[2],1
[synthesized netlist by cell type, drive strengths merged, types with 5 or more instances]
| cell type | number |
|---|---|
| ha | 182 |
| inv | 157 |
| nor2 | 117 |
| xnor2 | 68 |
| fa | 67 |
| dfrtp | 66 |
| a21oi | 55 |
| nand2 | 55 |
| and2 | 47 |
| o21ai | 43 |
| xor2 | 34 |
| dfstp | 30 |
| nor3 | 28 |
| clkbuf | 27 |
| a21o | 26 |
| nor2b | 19 |
| mux2i | 17 |
| nand3 | 17 |
| nand2b | 16 |
| nand4 | 13 |
| or3 | 12 |
| o21bai | 9 |
| a21boi | 8 |
| and3 | 8 |
| o211ai | 7 |
| a211oi | 6 |
| o21a | 6 |
| o311ai | 6 |
| nand3b | 5 |
| o41ai | 5 |
[metal layers]
layer | share of wire [%] | up-vias | wire (um)
li1 | - | 4255 | -
met1 | 50 | 3929 | 12410
met2 | 44 | 128 | 10950
met3 | 5.3 | 15 | 1306
met4 | 0.82 | 0 | 205
met5 | 0 | - | 0
[cell families (layout without fill, tap and decap cells)]
group	after synthesis	after routing	synth area share, %
buffers and inverters	188	242	6.349
flip-flops	101	101	22.96
AND/OR/NAND/NOR	355	355	15.80
XOR/XNOR	103	103	8.182
AND-OR/OR-AND	209	209	12.53
multiplexers	20	20	1.822
other	1	1	0.03350
adder cells (fa/ha/maj)	249	249	32.32
[through the flow]
step	setup WS (ps)	total power [mW]	area, sq um
3_5_place_dp	415.7	1.688	12130
4_1_cts	17.22	2.111	12420
6_report	225.5	2.086	12560
3_3_place_gp	456.5	1.677	12130
5_1_grt	-1.154	2.295	12560
2_1_floorplan	1171	1.455	11190
[worst reg2reg max path, stage by stage, from the launching register on]
cell	delay, ps
sky130_fd_sc_hd__dfxtp_1	740
sky130_fd_sc_hd__inv_1	310
sky130_fd_sc_hd__nor2_1	460
sky130_fd_sc_hd__a21oi_1	210
sky130_fd_sc_hd__fa_1	460
sky130_fd_sc_hd__a21o_1	190
sky130_fd_sc_hd__a21o_1	190
sky130_fd_sc_hd__a21oi_1	180
sky130_fd_sc_hd__o21ai_0	150
sky130_fd_sc_hd__xor2_1	210
sky130_fd_sc_hd__o2111ai_1	150
sky130_fd_sc_hd__a2111oi_0	710
sky130_fd_sc_hd__o221ai_1	220
[layout by cell type, fill, tap and decap left out, types with 5 or more instances in the layout]
master                            count
sky130_fd_sc_hd__ha_1               180
sky130_fd_sc_hd__inv_1              156
sky130_fd_sc_hd__nor2_1             117
sky130_fd_sc_hd__fa_1                66
sky130_fd_sc_hd__xnor2_1             65
sky130_fd_sc_hd__dfrtp_1             64
sky130_fd_sc_hd__nand2_1             55
sky130_fd_sc_hd__a21oi_1             51
sky130_fd_sc_hd__clkdlybuf4s50_1     50
sky130_fd_sc_hd__and2_1              47
sky130_fd_sc_hd__o21ai_0             42
sky130_fd_sc_hd__xor2_1              34
sky130_fd_sc_hd__dfstp_2             30
sky130_fd_sc_hd__nor3_1              27
sky130_fd_sc_hd__a21o_1              26
sky130_fd_sc_hd__buf_4               19
sky130_fd_sc_hd__nor2b_1             18
sky130_fd_sc_hd__mux2i_1             17
sky130_fd_sc_hd__nand2b_1            16
sky130_fd_sc_hd__nand3_1             16
sky130_fd_sc_hd__nand4_1             13
sky130_fd_sc_hd__or3_1               12
sky130_fd_sc_hd__o21bai_1             9
sky130_fd_sc_hd__clkbuf_16            9
sky130_fd_sc_hd__and3_1               8
sky130_fd_sc_hd__o211ai_1             7
sky130_fd_sc_hd__o21a_1               6
sky130_fd_sc_hd__a211oi_1             6
sky130_fd_sc_hd__o311ai_0             6
sky130_fd_sc_hd__a21boi_0             5
sky130_fd_sc_hd__nand3b_1             5
Power figures rest on the tool's default switching activity, not on a simulated workload.
