==> flow/design.v <==
module BB (
    input       clk,
    input       rst_n,
    input       in_valid,
    input [1:0] inning,     
    input       half,       
    input [2:0] action,     
    output reg       out_valid,   
    output reg [7:0] score_A,     
    output reg [7:0] score_B,     
    output reg [1:0] result       
  );
  parameter WALK = 3'd0;
  parameter H1 = 3'd1;
  parameter H2 = 3'd2;
  parameter H3 = 3'd3;
  parameter HR = 3'd4;
  parameter BUNT = 3'd5;
  parameter GROUND = 3'd6;
  parameter FLY = 3'd7;
  parameter OUT0 = 2'd0;
  parameter OUT1 = 2'd1;
  parameter OUT2 = 2'd2;
  parameter OUT3 = 2'd3;
  reg [3:0] scoreA_ns, scoreB_ns;   
  reg [2:0] run;
  reg       out_valid_ns;
  reg [1:0] out;
  reg [1:0] out_ns;
  reg [1:0] result_ns;
  reg       countB;
  reg [3:0] score_cs, score_ns;
  always @(posedge clk, negedge rst_n)
  begin
    if (!rst_n)
    begin
      score_A <= 8'd0;
    end
    else
    case (1'b1)
      (out_valid):
      begin
        score_A <= 8'b0;
      end
      (half == 0 && in_valid): score_A <= score_ns;
      default:
      begin
        score_A <= score_A;
      end
    endcase
  end
  always @(posedge clk, negedge rst_n)
  begin
    if (!rst_n)
    begin
      score_B <= 8'd0;
    end
    else
    begin
      case (1'b1)
        (out_valid):
        begin
          score_B <= 8'b0;
        end
        (half == 1 && in_valid && !countB):
        begin
          score_B <= score_ns;
        end
        default:
          score_B <= score_B;
      endcase
    end
  end
  always @(posedge clk)
  begin
    score_cs <= score_ns;
  end
  always @(posedge clk, negedge rst_n)
  begin
    if (!rst_n)
    begin
      out_valid <= 1'b0;
    end
    else
    begin
      out_valid <= out_valid_ns;
    end
  end
  always @(posedge clk)
  begin
    out_valid_ns <= (out_ns == 3 && half == 1 && inning == 3) ? 1 : 0;
  end
  always @(posedge clk, negedge rst_n)
  begin
    if (!rst_n)
    begin
      out <= 2'b0;
    end
    else if (out_ns == 3)
      out <= 1'b0;
    else
      out <= out_ns;
  end
  always @(posedge clk, negedge rst_n)
  begin
    if (!rst_n)
    begin
      result <= 2'b0;
    end
    else
      result <= result_ns;
  end
  wire [3:0]                          score_temp;
  wire [3:0] score1 = 1 + score_temp;
  wire [3:0] score2 = 2 + score_temp;
  wire [3:0] score3 = 3 + score_temp;
  assign score_temp = (half) ? score_B : score_A;
  wire run3 = (run[2] && run[1] && run[0]);
  always @(*)
  begin
    case (action)
      WALK:
      begin
        score_ns = (run3) ? score1 : score_temp;
      end
      H1:
      begin
        case (out)
          OUT0, OUT1:
          begin
            score_ns = (run[2]) ? score1 : score_temp;
          end
          OUT2:
          begin
            case ({
                      run[2], run[1]
                    })
              2'b01:
                score_ns = score1;
              2'b10:
                score_ns = score1;
              2'b11:
                score_ns = score2;
              default:
                score_ns = score_temp;
            endcase
          end
          default:
            score_ns = score_temp;
        endcase
      end
      H2:
      begin
        case (out)
          OUT0, OUT1:
          begin
            case ({
                      run[2], run[1]
                    })
              2'b01:
                score_ns = score1;
              2'b10:
                score_ns = score1;
              2'b11:
                score_ns = score2;
              default:
                score_ns = score_temp;
            endcase
          end
          OUT2:
          begin
            case (run)
              3'b001:
                score_ns = score1;
              3'b010:
                score_ns = score1;
              3'b100:
                score_ns = score1;
              3'b011:
                score_ns = score2;
              3'b110:
                score_ns = score2;
              3'b101:
                score_ns = score2;
              3'b111:
                score_ns = score3;
              default:
                score_ns = score_temp;
            endcase
          end
          default:
            score_ns = score_temp;
        endcase
      end
      H3:
      begin
        case (run)
          3'b001:
            score_ns = score1;
          3'b010:
            score_ns = score1;
          3'b100:
            score_ns = score1;
          3'b011:
            score_ns = score2;
          3'b110:
            score_ns = score2;
          3'b101:
            score_ns = score2;
          3'b111:
            score_ns = score3;
          default:
            score_ns = score_temp;
        endcase
      end
      HR:
      begin
        case (run)
          3'b000:
            score_ns = score1;
          3'b001:
            score_ns = score2;
          3'b010:
            score_ns = score2;
          3'b100:
            score_ns = score2;
          3'b111:
            score_ns = score_temp + 4;
          default:
            score_ns = score3;
        endcase
      end
      BUNT:
      begin
        score_ns = (run[2]) ? score1 : score_temp;
      end
      GROUND:
      begin
        case (out)
          OUT0:
          begin
            score_ns = (run[2]) ? score1 : score_temp;
          end
          OUT1:
          begin
            score_ns = (run[2] && ~run[0]) ? score1 : score_temp;
          end
          default:
            score_ns = score_temp;
        endcase
      end
      FLY:
      begin
        case (out)
          OUT0, OUT1:
          begin
            score_ns = (run[2]) ? score1 : score_temp;
          end
          default:
            score_ns = score_temp;
        endcase
      end
      default:
        score_ns = score_temp;
    endcase
  end
  always @(*)
  begin
    if (in_valid)
    begin
      case (action)
        BUNT:
          out_ns = out + 1;
        GROUND:
        begin
          case (out)
            OUT0, OUT1:
              out_ns = (run[0]) ? out + 2 : out + 1;
            OUT2:
              out_ns = 2'd3;
            default:
              out_ns = out;
          endcase
        end
        FLY:
        begin
          out_ns = out + 1;
        end
        default:
          out_ns = out;
      endcase
    end
    else
      out_ns = out;
  end
  always @(posedge clk, negedge rst_n)
  begin
    if (!rst_n)
    begin
      run <= 3'b000;   
    end
    else
    case (1'b1)
      (out_valid):
      begin
        run <= 3'b000;
      end
      (in_valid):
      begin
        case (action)
          WALK:
          begin
            case (run)
              4'b000:
                run <= 3'b001;
              4'b001:
                run <= 3'b011;
              4'b010:
                run <= 3'b011;
              4'b011:
                run <= 3'b111;
              4'b100:
                run <= 3'b101;
              default:
                run <= 3'b111;
            endcase
          end
          H1:
          begin
            case (out)
              OUT0, OUT1:
              begin
                run[2] <= run[1];
                run[1] <= run[0];
                run[0] <= 1'b1;
              end
              OUT2:
              begin
                run[2] <= run[0];
                run[1] <= 1'b0;   
                run[0] <= 1'b1;
              end
              default:
                run <= run;
            endcase
          end
          H2:
          begin
            case (out)
              OUT0, OUT1:
              begin
                run[2] <= run[0];
                run[1] <= 1'b1;   
                run[0] <= 1'b0;
              end
              OUT2:
              begin
                run <= 3'b010;
              end
              default:
                run <= run;
            endcase
          end
          H3:
          begin
            run <= 3'b100;
          end
          HR:
          begin
            run <= 3'b000;
          end
          BUNT:
          begin
            run[2] <= run[1];
            run[1] <= run[0];
            run[0] <= 1'b0;
          end
          GROUND:
          begin
            case (out)
              OUT0:
              begin
                run[2] <= run[1];
                run[1] <= 1'b0;
                run[0] <= 1'b0;
              end
              OUT1:
              begin
                if (run[0])
                begin
                  run <= 3'b000;
                end
                else
                begin
                  run[2] <= run[1];
                  run[1] <= 1'b0;
                  run[0] <= 1'b0;
                end
              end
              OUT2:
              begin
                run <= 3'b000;
              end
              default:
                run <= run;
            endcase
          end
          FLY:
          begin
            case (out)
              OUT0, OUT1:
              begin
                if (run[2])
                begin
                  run[2] <= 1'b0;
                  run[1] <= run[1];
                  run[0] <= run[0];
                end
                else
                begin
                  run <= run;
                end
              end
              OUT2:
              begin
                run <= 3'b000;
              end
              default:
                run <= run;
            endcase
          end
          default:
            run <= 3'b000;
        endcase
      end
      default:
        run <= run;
    endcase
  end
  always @(posedge clk)
  begin
    case (1'b1)
      (out_valid):
      begin
        countB <= 1'b0;
      end
      (half == 0 && inning == 3 && in_valid):
      begin
        countB <= result;
      end
      default:
        countB <= countB;
    endcase
  end
  always @(*)
  begin
    result_ns = (score_A[3:0] > score_B[3:0]) ? 0 : (score_B[3:0] > score_A[3:0]) ? 1 : 2;
  end
endmodule
==> flow/run.sh <==
#!/bin/bash
# OpenROAD 26Q1-2900-gdf79404cd8, Yosys 0.63+post, stock flow scripts
make -C /OpenROAD-flow-scripts/flow DESIGN_CONFIG=/design/flow/config.mk WORK_HOME=/design/flow/orfs finish
==> flow/config.mk <==
export PLATFORM = sky130hd
export DESIGN_NAME = BB
export DESIGN_NICKNAME = BB
export VERILOG_FILES = /design/flow/design.v
export SDC_FILE = /design/flow/constraint.sdc
export NUM_CORES = 4
export LEC_CHECK = 1
export CORE_UTILIZATION = 40
==> flow/constraint.sdc <==
current_design BB

set clk_period 3.3
set clk_io_pct 0.2

create_clock -name clk0 -period $clk_period [get_ports {clk}]

set non_clock_inputs [all_inputs -no_clocks]
set_input_delay [expr $clk_period * $clk_io_pct] -clock clk0 $non_clock_inputs
set_output_delay [expr $clk_period * $clk_io_pct] -clock clk0 [all_outputs]
==> flow_summary.json <==
{
  "die_width_um": 87.0,
  "finClkSkew_ps": 5.92,
  "placeable_core_area_sq_um": 6870,
  "internal_power_mw": 1.33,
  "setup_viol_count_final": 0,
  "hold_buffers": 0,
  "max_slew_margin": 0.514,
  "fmax_ghz": 0.320,
  "post-synth-top-area-cell": "sky130_fd_sc_hd__dfrtp_1",
  "clockBufferDepth": 2,
  "synth_largest_type_area_fraction": 0.139,
  "power_frac_clock": 0.064,
  "cts_max_level": 1,
  "number_of_instances_in_the_synthesized_netlist": 399,
  "hold-path-endpoint": "out_valid$_DFF_PN0_",
  "top_cell": "sky130_fd_sc_hd__a21oi_1",
  "first_global_vias": 2864,
  "antenna_found_initial": 0,
  "ws_path_type": "input pin to flip-flop",
  "layout-area-overhead-vs-synth_pct": 15.2,
  "totalWireLength_um": 9350,
  "yosysWarningCount": 1,
  "grt_pass1_wl_um": 15000,
  "die-area_sq_um": 7570,
  "fin_crit_sh": 0.948,
  "placement.io_buffers": 19,
  "yosysChipArea_sq_um": 2890,
  "grt.total_usage": 0.259,
  "placementRows": 30,
  "edf_count": 0,
  "reg2reg_from": "out[1]$_DFF_PN0_",
  "worst_tran_pin_value_ps": 726,
  "stage_log_warnings": 32,
  "run_status": "finished, final reports clean",
  "postCtsSetupBuffers": 0,
  "drt-wirelength-per-cell_um": 18.2,
  "inst_count_dp": 511,
  "clock_insertion_delay_worst_skew_ps": 250,
  "dpl_worst_slack_ps": -75.2,
  "setup-tns-final_ps": 0,
  "min_setup_slack_post_route_ps": 171,
  "max_rail_drop_vdd_v": 0.000337,
  "ff2ff_path_depth": 10,
  "ys_cells": 399,
  "drt-initial-drc-count": 315,
  "total_net_switching_power_mw": 1.42,
  "ratio_of_cells_with_drive_above_1_in_the_final_layout": 0.129,
  "cellLeakagePower_nw": 1.34,
  "ys_seq_share": 0.152,
  "synth_area_per_cell_sq_um": 7.24,
  "gp_routability_congestion": 0.999,
  "clkSlewWorstSetupHoldPaths_ps": 70,
  "final-max-slew-violation-count": 0,
  "power_frac_seq": 0.143,
  "root_buffer": "sky130_fd_sc_hd__clkbuf_8",
  "timing.reg2reg.setup_slack_ps": 720,
  "power-per-cell-area_nw_per_um2": 826,
  "finalHoldViolations": 0,
  "final_antenna_violating_net_count": 0,
  "synth.cell_area_sq_um": 2890,
  "min-delay-start": "out_valid_ns$_DFF_P_",
  "regToRegEndpoint": "score_B[2]$_DFFE_PN0P_",
  "dpl.hpwl_um": 7040,
  "crit_path_max_fanout": 9,
  "synthDistinctLibCells": 74,
  "synth.top_cells.by_area": "sky130_fd_sc_hd__dfrtp_1, sky130_fd_sc_hd__ha_1, sky130_fd_sc_hd__a21oi_1",
  "grt_remaining_overflow": 0,
  "postSynth.topFlopCell": "sky130_fd_sc_hd__dfrtp_1",
  "timing.critical_path.from_type": "input pin",
  "power.share.combinational": 0.792,
  "worst_setup_end_kind": "flip-flop",
  "power.share.switching": 0.518,
  "hold-path-cell-count": 0,
  "final_core_util": 0.485,
  "cts_tree": "yes",
  "max_cap_violations": 0,
  "dr.pass1.iters": 5,
  "postSynth.asyncResetShare": 0.889,
  "netlist_top_cells_count": "sky130_fd_sc_hd__a21oi_1, sky130_fd_sc_hd__nand2_1, sky130_fd_sc_hd__nor2_1, sky130_fd_sc_hd__nor3_1, sky130_fd_sc_hd__clkbuf_1",
  "io_pins": 28,
  "period_needed_ps": 3130,
  "synth-seq-cells": 18,
  "antenna_diodes": 0,
  "clock_sink_count": 18,
  "postCtsResizedCells": 0,
  "drc_errors": 0,
  "fin_cells": 515,
  "critical_path_arrival_ps": 3270,
  "rsz0062_at_grt": "no",
  "crit_required_ps": 3440,
  "die_y_um": 87.0,
  "routed-via-count": 3259,
  "fp_util": 0.421,
  "timing.hold.worst.class": "flip-flop to flip-flop",
  "cts_inserted_buffers": 3,
  "viasPerCell": 6.33,
  "grt_start_max_net_pins": 28
}
==> layout by cell type, fill, tap and decap left out, drive strengths merged, types with 5 or more instances in the layout <==
master         synthesis  routed
a211oi                 6       6
nor3                  23      23
a31oi                  7       7
o211ai                 9       9
conb                   1       8
nand2                 29      29
nor2b                  7       7
a221oi                 5       5
clkdlybuf4s50          0      19
o22ai                  8       8
inv                   21      21
nand2b                 7       7
nand3                 19      19
a21oi                 30      30
mux2i                  9       9
buf                   22      34
o21ai                 25      25
a21o                   6       6
dfrtp                 16      16
ha                    15      15
nor2                  26      26
xnor2                 13      13
==> final cells by class <==
type / instances / area (sq um)
Fill cell: 683 / 3540
Multi-Input combinational cell: 322 / 2160
Timing Repair Buffer: 53 / 470
Sequential cell: 18 / 440
Tap cell: 96 / 120
Inverter: 22 / 82.6
Clock buffer: 4 / 55.1
==> routing by layer <==
layer | vias to the layer above | part of all wire | track usage
met5 | - | 0 | 0
met4 | 0 | 0.015 | 0.0439
met3 | 15 | 0.090 | 0.0279
met2 | 195 | 0.44 | 0.377
met1 | 1531 | 0.45 | 0.420
li1 | 1518 | - | -
==> through the flow <==
step                      cell area, sq um  hold slack (ps)  total power [mW]
after detailed placement              3270              320              2.53
after global routing                  3330              338              2.98
final                                 3330              329              2.75
after CTS                             3330              330              2.72
after floorplan                       2920              316              1.87
after global placement                3270              320              2.54
==> sequential cells by signal, indices dropped and copies added (netlist names) <==
| signal | cells |
|---|---|
| score_A | 4 |
| score_B | 4 |
| run | 3 |
| out | 2 |
| result | 2 |
| countB | 1 |
| out_valid | 1 |
| out_valid_ns | 1 |
==> worst max-delay path by stage <==
stage | from | end | slack (ps) | cells past startpoint
after CTS | half | score_B[3]$_DFFE_PN0P_ | 190 | 12
after global routing | half | score_B[2]$_DFFE_PN0P_ | 40 | 11
final | half | score_B[3]$_DFFE_PN0P_ | 170 | 12
==> cell families after synthesis <==
kind of cell | count (synthesis) | synth area share
AOI/OAI and AO/OA | 137 | 0.333
and+or+nand+nor | 135 | 0.233
buffers and inverters | 66 | 0.109
DFF | 18 | 0.152
adders and majority gates | 16 | 0.0719
xor gates and xnor gates | 13 | 0.0394
muxes | 13 | 0.0611
other | 1 | 0.00130
==> power groups by stage <==
stage | registers [mW] | logic [mW] | clock network, mW
CTS | 0.396 | 2.14 | 0.182
finish | 0.395 | 2.18 | 0.177
global route | 0.407 | 2.38 | 0.191
==> worst max-delay path: stages <==
cell and delay [ps]:
sky130_fd_sc_hd__clkdlybuf4s50_1 450, sky130_fd_sc_hd__buf_12 170, sky130_fd_sc_hd__mux2i_4 190, sky130_fd_sc_hd__inv_2 90
sky130_fd_sc_hd__ha_1 280, sky130_fd_sc_hd__and2_1 200, sky130_fd_sc_hd__nand3_1 100, sky130_fd_sc_hd__mux2_2 270
sky130_fd_sc_hd__o2111a_1 220, sky130_fd_sc_hd__a32oi_1 170, sky130_fd_sc_hd__a41oi_2 160, sky130_fd_sc_hd__mux2_1 300
Power and IR drop assume default switching activity.
